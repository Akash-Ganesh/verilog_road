File: ./run.sh
#!/bin/bash
# OpenROAD 26Q1-2900-gdf79404cd8, Yosys 0.63+post, stock flow scripts
make -C /OpenROAD-flow-scripts/flow DESIGN_CONFIG=/design/flow/config.mk WORK_HOME=/design/flow/orfs finish
File: ./config.mk
export PLATFORM = sky130hd
export DESIGN_NAME = lifo
export DESIGN_NICKNAME = lifo
export VERILOG_FILES = /design/flow/design.v
export SDC_FILE = /design/flow/constraint.sdc
export NUM_CORES = 4
export LEC_CHECK = 1
export CORE_AREA = 10 10 96 96
export DIE_AREA = 0 0 106 106
File: ./constraint.sdc
current_design lifo

set clk_period 2.3
set clk_io_pct 0.2

create_clock -name clk0 -period $clk_period [get_ports {clk}]

set non_clock_inputs [all_inputs -no_clocks]
set_input_delay [expr $clk_period * $clk_io_pct] -clock clk0 $non_clock_inputs
set_output_delay [expr $clk_period * $clk_io_pct] -clock clk0 [all_outputs]
File: ./design.v
module lifo #(
		parameter DATA_WIDTH = 8,
		parameter BUFFER_NO = 2
	)
	(
		input clk,
		input wen,
		input ren,
		input reset,
		input [DATA_WIDTH-1:0] data_in,
		output reg full,
		output reg empty,
		output reg [DATA_WIDTH-1:0] data_out
	);
	reg [DATA_WIDTH-1:0] mem [BUFFER_NO-1:0];
	reg [$clog2(BUFFER_NO)-1:0] ptr;
	always @(posedge clk or posedge reset) begin
		if (reset==1) begin
			ptr = 1'b0;
			full = 1'b0;
			empty = 1'b1;
		end 
		else begin
			if (ren==1 && !empty) begin
				ptr = ptr - 1;
				data_out = mem[ptr];
				if (ptr==0) begin
					full = 1'b0;
					empty = 1'b1;
				end else begin
					full = 1'b0;
					empty = 1'b0;
				end
			end
			if (wen==1 && !full) begin
				mem[ptr] = data_in;
				ptr = ptr + 1;
				if (ptr==0) begin
					full = 1'b1;
					empty = 1'b0;
				end else begin
					full = 1'b0;
					empty = 1'b0;
				end
			end
		end
	end
endmodule
==> metrics.yaml <==
cts_buffers: 3
reg2reg_slack_ns: 0.52
clkSlewWorstSetupHoldPaths_ns: 0.09
tightest_slew_ns: 0.505
globalRouteOverflowTotal: 0
maxSlewViolCount: 0
startpoint_type: "flop"
drt_iter0_markers: 6
drv_cap: 0
syn_area_per_cell_um2: 18.3
cts_root_buffer: "clkbuf_8"
port_buffers: 21
clock_sinks: 27
wire_per_inst_um: 10.4
area_growth_pct: 36.1
chipHeight_um: 106
fill_cells: 801
numSynthFlops: 27
p_leak_nw: 0.471
clk_path_buf_depth: 2
crit_fanout: 14
clk-insertion-delay-late_ns: 0.26
wl_um: 1870
io_pins: 22
n_antenna_cell: 0
power.density_nw_per_um2: 896
gp_congestion: 0.722
grt_pass1_wl_um: 2980
vdd_drop_max_v: 0.000254
grt_pass1_vias: 576
ys_area_um2: 1030
crit_type: "flop to flop"
hold_buffers: 0
cp.arrival_ns: 1.72
setup_violations: 0
fin_tns_setup_ns: 0
ys_seq_share_pct: 77.6
route.detailed.drc: 0
die_area_um2: 11200
total_power_mw: 1.25
grt_max_degree: 15
grt_usage_pct: 3.41
cts_tree: "built"
status: "complete, no violations"
worst_setup_path_end_kind: "flop"
r2r-end: "mem[1][6]$_DFFE_PP_"
fin_crit_ns: 1.78
cts_resized: 0
rsz0062_at_grt: "no"
whs_ns: 0.421
dieWidth_um: 106
yosysCellCount: 56
rows: 31
ys.warnings.count: 2
r2r-start: "ptr$_DFF_PP0_"
hold_viol_final: 0
synthCells: 56
warning_count: 25
netlist_area_um2: 1030
dr.pass1.iters: 2
htreeDepth: 1
relSlewSlack_pct: 66.3
post_cts_buffers: 0
antenna_found_initial: 0
worstPathRequired_ns: 2.23
hold_path_class: "input port to async pin"
period_used_pct: 77.6
clock_skew_ns: 0.00859
clock.fmax_ghz: 0.560
reg2reg_depth: 3
vias: 507
vias_per_cell: 2.83
fp_util_pct: 14.2
coreArea_um2: 7210
drive_gt1_share_pct: 18.8
yosys.cell_types.count: 19
drtAntennaViolNets: 0
-- cell type report --
| class | count | area [µm²] | share of cell area (%) |
|---|---|---|---|
| clock buffer | 4 | 45.0 | 3.22 |
| sequential | 27 | 797 | 57.0 |
| inverter | 2 | 7.51 | 0.537 |
| timing repair buffer | 22 | 218 | 15.6 |
| multi-input combinational | 25 | 206 | 14.8 |
| tap | 99 | 124 | 8.86 |
-- flip-flops by register name, summed over array words and instances, names as in the netlist --
name and cells:
empty 1, data_out 8, mem 16, ptr 1, full 1
-- power by group --
group	switching, mW	internal [mW]
clock network	0.132	0.124
registers	0.0670	0.639
logic	0.0952	0.195
total	0.294	0.958
-- metrics by stage --
step / worst slack, ns / area [µm²] / utilization [%] / cells
after floorplan: 0.756 / 1030 / - / 56
after global placement: 0.275 / 1350 / 18.7 / 175
after detailed placement: 0.267 / 1350 / 18.7 / 175
after CTS: 0.488 / 1400 / 19.4 / 179
after global routing: 0.357 / 1400 / 19.4 / 179
final: 0.515 / 1400 / 19.4 / 179
-- layout by cell type, fill, tap and decap left out, drive strengths merged --
master          n
clkdlybuf4s50  21
nand2b          2
inv             2
nand2           2
o211a           1
nor3b           1
o21ai           1
nor2            3
xnor2           1
buf             1
and3            1
clkbuf          4
mux2            9
a21oi           3
dfstp           1
dfrtp           2
edfxtp         24
mux2i           1
-- Yosys cell counts --
library cell / number / area (µm²)
o21ai_0: 1 / 5.00
dfstp_2: 1 / 26.3
xnor2_1: 1 / 8.76
nand2_1: 2 / 7.51
dfrtp_1: 2 / 50.1
buf_2: 1 / 5.00
o211a_1: 1 / 10.0
mux2_4: 1 / 15.0
nand2b_4: 1 / 13.8
nor2_1: 3 / 11.3
buf_6: 1 / 11.3
mux2i_1: 1 / 10.0
and3_1: 1 / 6.26
a21oi_1: 3 / 15.0
nor3b_1: 1 / 7.51
inv_1: 2 / 7.51
mux2_2: 8 / 90.1
edfxtp_1: 24 / 721
nand2b_1: 1 / 6.26
-- worst max path at each step --
stage | from | end | slack (ns) | cells after the start
final | ptr$_DFF_PP0_ | mem[1][6]$_DFFE_PP_ | 0.52 | 3
after global routing | ptr$_DFF_PP0_ | mem[1][0]$_DFFE_PP_ | 0.36 | 3
after CTS | ptr$_DFF_PP0_ | mem[1][6]$_DFFE_PP_ | 0.49 | 3
-- critical path, stage by stage (launching register included) --
cell     delay, ns
dfrtp_1       0.67
inv_1         0.16
nor3b_1       0.22
o211a_1       0.39
-- kinds of logic after synthesis --
logic type,after synthesis,share of synthesized area [%]
flops,27,77.6
xor+xnor,1,0.853
mux,10,11.2
simple gates,9,5.12
compound gates,5,2.92
buf+inv,4,2.31
-- layer usage --
metal  track usage [%]  share of wire, %  vias to the layer above
li1                  -                 -                      255
met1              3.80                42                      239
met2              5.92                50                       11
met3              1.65               7.9                        2
met4             0.484              0.54                        0
met5                 0                 0                        -
Power is estimated from default activity; no workload was simulated.
