--- run.sh ---
#!/bin/bash
# OpenROAD 26Q1-2900-gdf79404cd8, Yosys 0.63+post, stock flow scripts
make -C /OpenROAD-flow-scripts/flow DESIGN_CONFIG=/design/flow/config.mk WORK_HOME=/design/flow/orfs finish
--- config.mk ---
export PLATFORM = sky130hd
export DESIGN_NAME = fifo
export DESIGN_NICKNAME = fifo
export VERILOG_FILES = /design/flow/design.v
export SDC_FILE = /design/flow/constraint.sdc
export NUM_CORES = 4
export LEC_CHECK = 1
export CORE_AREA = 10 10 91 91
export DIE_AREA = 0 0 101 101
--- constraint.sdc ---
current_design fifo

set clk_period 4.2
set clk_io_pct 0.2

create_clock -name clk0 -period $clk_period [get_ports {clk}]

set non_clock_inputs [all_inputs -no_clocks]
set_input_delay [expr $clk_period * $clk_io_pct] -clock clk0 $non_clock_inputs
set_output_delay [expr $clk_period * $clk_io_pct] -clock clk0 [all_outputs]
--- design.v ---
module fifo #(
		parameter DATA_WIDTH = 8,
		parameter BUFFER_NO = 2
	)
	(
		input clk,
		input wen,
		input ren,
		input reset,
		input [DATA_WIDTH-1:0] data_in,
		output reg full,
		output reg half,
		output reg empty,
		output reg [DATA_WIDTH-1:0] data_out
	);
	reg [DATA_WIDTH-1:0] mem [BUFFER_NO-1:0];
	reg [$clog2(BUFFER_NO)-1:0] rd_ptr;
	reg [$clog2(BUFFER_NO)-1:0] wr_ptr;
	always @(posedge clk or posedge reset) begin
		if (reset==1) begin
			rd_ptr = 1'b0;
			wr_ptr = 1'b0;
			full = 1'b0;
			half = 1'b0;
			empty = 1'b1;
		end 
		else begin
			if (ren==1 && !empty) begin
				data_out = mem[rd_ptr];
				rd_ptr = rd_ptr + 1;
				if (rd_ptr==wr_ptr) begin
					full = 1'b0;
					half = 1'b0;
					empty = 1'b1;
				end else if ((rd_ptr+(BUFFER_NO>>1)) > wr_ptr) begin
					full = 1'b0;
					half = 1'b0;
					empty = 1'b0;
				end
			end
			if (wen==1 && !full) begin
				mem[wr_ptr] = data_in;
				wr_ptr = wr_ptr + 1;
				if (wr_ptr==rd_ptr) begin
					full = 1'b1;
					half = 1'b0;
					empty = 1'b0;
				end else if ((rd_ptr+(BUFFER_NO>>1)) <= wr_ptr) begin
					full = 1'b0;
					half = 1'b1;
					empty = 1'b0;
				end else begin
					full = 1'b0;
					half = 1'b0;
					empty = 1'b0;
				end
			end
		end
	end
endmodule
==> run notes <==
fresh numbers from the pnr run: outcome finished clean, largest net degree at the start of global routing 12, crit path DAT 2.40 ns, Top FF cell, synth edfxtp_1, Worst EP required 4.09 ns, DRC viols 0, ys cells 67, Post-Route Setup TNS 0 ns, critical path class primary input to flip-flop, commonest cells in the netlist edfxtp_1, mux2_2, inv_1, nand2_1, dfrtp_1, fmax 398 MHz, clock network power share 23.5%, Sw Pwr 231 µW, fill count 630, post-cts repair resize count 0, Int Pwr 623 µW, clk latency late pin 0.27 ns, antenna-violating nets left 0, worst-margin pin slew 0.933 ns, initial core utilization 18.2%, Clock Tree Root clkbuf_8, Seq pwr share 49.9%, Final Non-Filler Cells 171, Die W 101 µm, period utilisation layout 59.9%, Post-Syn Instances 67, CTS H-tree depth 2, Distinct cells, synth 24, Peak supply drop 0.183 mV, Log Warnings 26, top cells, area edfxtp_1, dfrtp_1, mux2_2, cell type with the largest total area edfxtp_1, Via Count 626, Final min period 2.51 ns, DR vias/cell 3.66, antenna violations before repair 0, startpoint types primary input, drt total wl 2060 µm, Tightest Hold Check Type flip-flop to flip-flop, synth warn 2, final hold violation count 0, Max-Slew Margin vs Limit 37.3%, Routability Congestion 0.821, Leakage 0.529 nW, CTS tree built, Seq share, synth 73.3%, CP max stage delay 0.70 ns, share of layout cells above drive strength 1 20.2%, count leader, synth edfxtp_1, Post-Place Cells 164, number of port buffers 22, CTS Buffer Depth 2, max_cap viols 0, clock sinks 29, drt initial violations 36, post-synthesis cell area 1150 µm², Cell Rows 29, hold depth 1, Num CTS Buffers 5, Largest type area fraction 62.4%, Yosys chip area 1150 µm², Die Size 10200 µm², die height 101 µm, CP max-delay cell nor4_2, Async S/R FF share, synth 17.2%, postcts setup bufs 0, RSZ-0062 raised after global routing false, clock skew 0.00441 ns, Synth flops 29, worst-path cell chain clkdlybuf4s50_1, nand2b_4, o21a_4, nor4_2, Area growth syn-to-layout 32.6%, Routed wire per std cell 12.1 µm, diode count 0, pwr dens 557 nW/µm², Clock transition at path regs 0.05 ns, HPWL Detailed 1570 µm, vias in the first global route 668, GRT Util Overall 4.17%, drt pass-1 iters 4, Avg Synthesized Cell Area 17.2 µm², CTS Hold Bufs 0, pins over their slew limit 0, sw frac 27.0%, grt ovf 0, Critical Path End Type flip-flop, first-pass GRT wire length 3280 µm, EDFF count, synth 24, number of primary I/O pins 23, Final Setup Violations 0, core box area 6350 µm², Logic pwr share 26.6%, reg2reg path depth 4, Worst Path Max Fanout 8
-- sequential cells by signal, indices dropped and copies added, names as in the netlist --
signal	count
full	1
half	1
rd_ptr	1
mem	16
data_out	8
wr_ptr	1
empty	1
-- layout by cell type, fill, tap and decap left out, types with 3 or more instances in the layout --
| cell | n |
|---|---|
| clkbuf_8 | 5 |
| mux2_2 | 8 |
| edfxtp_1 | 24 |
| dfrtp_1 | 4 |
| clkdlybuf4s50_1 | 22 |
| ha_1 | 3 |
| inv_1 | 5 |
| nand2_1 | 5 |
-- cells by family (layout without fill, tap and decap cells) --
logic type      after synthesis  count (layout)  synth area share [%]
fa+ha+maj                     3               3                  3.25
buf+inv                       7              34                  3.03
flops                        29              29                  73.3
simple gates                 11              11                  6.07
xor+xnor                      1               1                 0.759
mux                           8               8                  7.80
compound gates                8               8                  5.74
-- metal layers --
metal	vias up	part of all wire [%]	global-route usage, %
li1	300	-	-
met1	299	40	4.79
met2	21	49	6.73
met3	6	9.5	2.43
met4	0	1.6	0.643
met5	-	0	0
-- area by class of cell --
| cell class | instances | area (µm²) | area share, % |
|---|---|---|---|
| multi-input combinational | 31 | 273 | 17.8 |
| sequential | 29 | 847 | 55.3 |
| timing repair buffer | 22 | 220 | 14.4 |
| tap | 77 | 96.3 | 6.29 |
| inverter | 5 | 18.8 | 1.23 |
| clock inverter | 1 | 3.75 | 0.245 |
| clock buffer | 6 | 72.6 | 4.74 |
-- through the flow --
stage,power (mW),cell area [µm²],hold WS (ns),setup WS (ns),util [%]
after detailed placement,0.660,1460,0.531,1.39,22.9
after floorplan,0.569,1150,0.503,2.09,-
after global routing,0.915,1530,0.560,1.62,24.1
after global placement,0.653,1460,0.533,1.46,22.9
after CTS,0.865,1530,0.550,1.68,24.1
final,0.854,1530,0.547,1.69,24.1
-- power groups by stage --
stage         clock [mW]  sequential (mW)  combinational, mW
CTS                0.206            0.428              0.230
global route       0.223            0.433              0.258
finish             0.201            0.426              0.227
-- path summary, 6_finish.rpt --
| check | startpoint | to | slack (ns) |
|---|---|---|---|
| hold reg to reg | mem[0][0] | data_out[0] | 0.55 |
| max in group asynchronous | reset | empty | 3.04 |
| setup reg to reg | rd_ptr | mem[1][4] | 1.90 |
| min in group asynchronous | reset | full | 0.92 |
| setup / recovery | ren | mem[1][4] | 1.69 |
| hold / removal | mem[0][0] | data_out[0] | 0.55 |
-- worst max-delay path, delay by kind of cell --
kind | cells | cell delay (ns)
buffers and inverters | 1 | 0.52
AND-OR/OR-AND | 1 | 0.24
AND/OR/NAND/NOR | 2 | 0.80
Power is estimated from default activity; no workload was simulated.
